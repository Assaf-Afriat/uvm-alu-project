--- /design/flow/design.v ---
interface alu_if (input logic clk, input logic rst_n);
    logic        req_valid;
    logic        req_ready;
    logic [2:0]  req_op;
    logic [7:0]  req_op1;
    logic [7:0]  req_op2;
    logic        resp_valid;
    logic        resp_ready;
    logic [15:0] resp_result;
endinterface
module alu_dut (
    input  logic        clk,
    input  logic        rst_n,
    input  logic        req_valid,
    output logic        req_ready,
    input  logic [2:0]  req_op,
    input  logic [7:0]  req_op1,
    input  logic [7:0]  req_op2,
    output logic        resp_valid,
    input  logic        resp_ready,
    output logic [15:0] resp_result
);
    localparam OP_ADD = 3'b000;
    localparam OP_SUB = 3'b001;
    localparam OP_MUL = 3'b010;
    localparam OP_AND = 3'b011;
    localparam OP_XOR = 3'b100;
    localparam OP_SLL = 3'b101;
    localparam OP_SRL = 3'b110;
    localparam OP_DIV = 3'b111;
    logic [15:0] computed_result;
    logic [3:0]  latency_counter;
    logic        busy;
    logic        fifo_push;
    logic [15:0] fifo_wdata;
    logic        fifo_full;
    logic        fifo_empty;
    logic        internal_ready;
    always_ff @(posedge clk or negedge rst_n) begin
        if (!rst_n) begin
            busy            <= 1'b0;
            latency_counter <= 4'd0;
            fifo_push       <= 1'b0;
            fifo_wdata      <= 16'd0;
            computed_result <= 16'd0;
        end else begin
            fifo_push <= 1'b0;  
            if (busy) begin
                if (latency_counter > 0) begin
                    latency_counter <= latency_counter - 1;
                end else begin
                    if (!fifo_full) begin
                        fifo_push  <= 1'b1;
                        fifo_wdata <= computed_result;
                        busy       <= 1'b0;
                    end
                end
            end else if (req_valid && req_ready) begin
                busy <= 1'b1;
                case (req_op)
                    OP_ADD: begin computed_result <= req_op1 + req_op2; latency_counter <= 4'd2 - 1; end
                    OP_SUB: begin computed_result <= req_op1 - req_op2; latency_counter <= 4'd2 - 1; end
                    OP_MUL: begin computed_result <= req_op1 * req_op2; latency_counter <= 4'd4 - 1; end
                    OP_AND: begin computed_result <= {8'b0, req_op1 & req_op2}; latency_counter <= 4'd2 - 1; end
                    OP_XOR: begin computed_result <= {8'b0, req_op1 ^ req_op2}; latency_counter <= 4'd2 - 1; end
                    OP_SLL: begin computed_result <= {8'b0, req_op1 << req_op2[2:0]}; latency_counter <= 4'd2 - 1; end
                    OP_SRL: begin computed_result <= {8'b0, req_op1 >> req_op2[2:0]}; latency_counter <= 4'd2 - 1; end
                    OP_DIV: begin
                        if (req_op2 != 0) computed_result <= {8'b0, req_op1 / req_op2};
                        else              computed_result <= 16'hFFFF;  
                        latency_counter <= 4'd8 - 1;
                    end
                    default: begin computed_result <= 16'd0; latency_counter <= 4'd1; end
                endcase
            end
        end
    end
    assign req_ready = !busy;  
    fifo_4_deep u_fifo (
        .clk        (clk),
        .rst_n      (rst_n),
        .push       (fifo_push),
        .wdata      (fifo_wdata),
        .full       (fifo_full),
        .pop        (resp_ready & resp_valid),
        .rdata      (resp_result),
        .empty      (fifo_empty)
    );
    assign resp_valid = !fifo_empty;
endmodule
module fifo_4_deep (
    input  logic        clk,
    input  logic        rst_n,
    input  logic        push,
    input  logic [15:0] wdata,
    output logic        full,
    input  logic        pop,
    output logic [15:0] rdata,
    output logic        empty
);
    logic [15:0] mem [3:0];
    logic [1:0]  wptr, rptr;
    logic [2:0]  count;  
    assign full  = (count == 3'd4);
    assign empty = (count == 3'd0);
    assign rdata = mem[rptr];
    always_ff @(posedge clk or negedge rst_n) begin
        if (!rst_n) begin
            wptr  <= 2'd0;
            rptr  <= 2'd0;
            count <= 3'd0;
        end else begin
            if (push && !full) begin
                mem[wptr] <= wdata;
                wptr      <= wptr + 1;
            end
            if (pop && !empty) begin
                rptr <= rptr + 1;
            end
            if (push && !full && !(pop && !empty))
                count <= count + 1;
            else if (pop && !empty && !(push && !full))
                count <= count - 1;
        end
    end
endmodule
--- /design/flow/run.sh ---
#!/bin/bash
# OpenROAD 26Q1-2900-gdf79404cd8, Yosys 0.63+post, stock flow scripts
make -C /OpenROAD-flow-scripts/flow DESIGN_CONFIG=/design/flow/config.mk WORK_HOME=/design/flow/orfs finish
--- /design/flow/config.mk ---
export PLATFORM = sky130hd
export DESIGN_NAME = alu_dut
export DESIGN_NICKNAME = alu_dut
export VERILOG_FILES = /design/flow/design.v
export SDC_FILE = /design/flow/constraint.sdc
export NUM_CORES = 4
export LEC_CHECK = 1
export CORE_UTILIZATION = 30
--- /design/flow/constraint.sdc ---
current_design alu_dut

set clk_period 3.3
set clk_io_pct 0.2

create_clock -name clk0 -period $clk_period [get_ports {clk}]

set non_clock_inputs [all_inputs -no_clocks]
set_input_delay [expr $clk_period * $clk_io_pct] -clock clk0 $non_clock_inputs
set_output_delay [expr $clk_period * $clk_io_pct] -clock clk0 [all_outputs]
==> node_exporter_impl.prom <==
# HELP chip_impl_metric Implementation results
# TYPE chip_impl_metric gauge
chip_impl_info{name="tritoncts",value="built"} 1
chip_impl_metric{name="worstSkewPairLatency",unit="ns"} 0.34
chip_impl_metric{name="cts.hold.buffers_added",unit=""} 0
chip_impl_metric{name="cts_max_path_buffers",unit=""} 2
chip_impl_metric{name="port_buffers",unit=""} 40
chip_impl_metric{name="drtAntennaViolNets",unit=""} 0
chip_impl_info{name="grt_setup_unrepaired",value="true"} 1
chip_impl_metric{name="gpl.final_weighted_congestion",unit=""} 0.971
chip_impl_metric{name="synth_area_per_cell",unit="um2"} 9.84
chip_impl_metric{name="number_of_buffers_created_by_cts",unit=""} 9
chip_impl_metric{name="timing.final.crit_period",unit="ns"} 9.46
chip_impl_metric{name="cp_data_required_time",unit="ns"} 3.53
chip_impl_metric{name="yosys_stat_area",unit="um2"} 9410
chip_impl_metric{name="cts_num_sinks",unit=""} 109
chip_impl_metric{name="final_cell_count_no_fill",unit=""} 1591
chip_impl_metric{name="dpl.cell_count",unit=""} 1538
chip_impl_metric{name="max_cap_violations",unit=""} 0
chip_impl_metric{name="via_per_inst",unit=""} 5.06
chip_impl_metric{name="synth-warning-count",unit=""} 3
chip_impl_info{name="synth_dominant_cell_count",value="inv_1"} 1
chip_impl_metric{name="r2r_setup_slack",unit="ns"} 1.14
chip_impl_metric{name="fp_util",unit=""} 0.306
chip_impl_metric{name="area_taken_by_flip_flops_and_latches",unit="um2"} 3050
chip_impl_info{name="netlist_top_cells_area",value="edfxtp_1 20%, ha_1 14%, dfrtp_1 12%"} 1
chip_impl_info{name="synthDominantAreaCellType",value="edfxtp_1"} 1
chip_impl_metric{name="chipHeight",unit="um"} 179
chip_impl_metric{name="synthDominantCellAreaShare",unit=""} 0.204
chip_impl_metric{name="period_used_share",unit=""} 2.87
chip_impl_metric{name="asyncSetResetFlopFracSynth",unit=""} 0.413
chip_impl_metric{name="netlist-cell-type-count",unit=""} 80
chip_impl_metric{name="remaining_drc_errors",unit=""} 0
chip_impl_metric{name="tool_warnings",unit=""} 47
chip_impl_metric{name="syn2layout_area_growth",unit="%"} 37.4
chip_impl_metric{name="logic_area",unit="um2"} 6380
chip_impl_metric{name="routed_wirelength",unit="mm"} 25.3
chip_impl_info{name="cpMaxStageDelayCell",value="or4_4"} 1
chip_impl_metric{name="final-setup-viol-count",unit=""} 16
chip_impl_metric{name="clock-skew-final",unit="ns"} 0.0122
chip_impl_metric{name="clk_pin_slew",unit="ns"} 0.07
chip_impl_metric{name="power_per_cell_area",unit="nW/um2"} 541
chip_impl_metric{name="tightestPinTransition",unit="ns"} 0.570
chip_impl_info{name="crit_path_launch_type",value="primary input"} 1
chip_impl_info{name="common_cells",value="105 x inv_1, 102 x ha_1, 68 x nor2_1"} 1
chip_impl_metric{name="power.ir.vdd_worst",unit="mV"} 0.291
chip_impl_info{name="outcome",value="finished with violations"} 1
chip_impl_metric{name="grt_pass1_vias",unit=""} 7956
chip_impl_info{name="clock_tree_root_buffer_cell",value="clkbuf_16"} 1
chip_impl_metric{name="max_freq",unit="MHz"} 106
chip_impl_metric{name="maxSlewHeadroom",unit=""} 0.620
chip_impl_metric{name="floorplan.die.width",unit="um"} 179
chip_impl_info{name="most_common_flop_cell_mapped_by_yosys",value="edfxtp_1"} 1
chip_impl_metric{name="arrival",unit="ns"} 9.69
chip_impl_metric{name="drt_first_iter_violations",unit=""} 466
chip_impl_metric{name="globalRoute.totalOverflow",unit=""} 0
chip_impl_metric{name="grt_start_max_net_pins",unit=""} 46
chip_impl_metric{name="synthCells",unit=""} 956
chip_impl_metric{name="rows",unit=""} 64
chip_impl_metric{name="ioPinCount",unit=""} 41
chip_impl_metric{name="leakagePower",unit="nW"} 5.66
chip_impl_metric{name="diodes",unit=""} 0
chip_impl_info{name="violated_checks",value="setup timing"} 1
chip_impl_metric{name="cts_htree_levels",unit=""} 3
chip_impl_metric{name="count_of_library_flops_with_an_enable_pin",unit=""} 64
chip_impl_info{name="end_kind",value="flop"} 1
chip_impl_metric{name="floorplan.die_area",unit="um2"} 32100
chip_impl_metric{name="final-max-slew-violation-count",unit=""} 0
chip_impl_metric{name="drive_above_1_share",unit=""} 0.332
chip_impl_metric{name="path_max_fanout",unit=""} 7
chip_impl_metric{name="cells_yosys",unit=""} 956
chip_impl_metric{name="core_area",unit="um2"} 30700
chip_impl_metric{name="cp_max_stage_delay",unit="ns"} 0.55
chip_impl_metric{name="dpl.hpwl",unit="mm"} 19.2
chip_impl_metric{name="synth.cell_area",unit="um2"} 9410
chip_impl_metric{name="grtUsageTotal",unit=""} 0.168
chip_impl_metric{name="detail_route.first_pass.iterations",unit=""} 25
chip_impl_metric{name="seq_area_frac_synth",unit=""} 0.324
chip_impl_metric{name="numSynthFlops",unit=""} 109
chip_impl_info{name="min_path_type",value="in2async"} 1
chip_impl_metric{name="grt_first_pass_wirelength",unit="mm"} 41.0
chip_impl_metric{name="routed_vias",unit=""} 8044
chip_impl_metric{name="post-route-worst-setup-slack",unit="ns"} -6.16
chip_impl_metric{name="post-place-ws",unit="ns"} -7.16
chip_impl_metric{name="timing_hold_violations_final",unit=""} 0
chip_impl_metric{name="antenna_found_initial",unit=""} 0
chip_impl_metric{name="fillCellCount",unit=""} 2902
chip_impl_metric{name="wl_per_cell",unit="um"} 15.9
chip_impl_info{name="timing.setup.critical_path_class",value="in2reg"} 1
-- kinds of logic (layout without fill, tap and decap cells) --
logic type,count (synthesis),after routing,synth area share
DFF,109,109,0.324
buffers and inverters,153,392,0.0626
xor gates and xnor gates,30,30,0.0279
adders and majority gates,142,142,0.220
muxes,64,64,0.0773
and+or+nand+nor,244,244,0.128
AOI/OAI and AO/OA,214,214,0.161
-- what timing repair did --
item	in CTS	in global routing
setup endpoints to repair	16	16
pin swaps	74	56
setup buffers	21	17
resized	120	62
-- worst paths after layout --
kind,start,to,cells past startpoint
min in group clk0,computed_result[5],computed_result[5],2
min reg2reg,computed_result[5],computed_result[5],2
max reg2reg,u_fifo.count[0],u_fifo.count[2],8
max,req_op2[2],computed_result[0],43
min,rst_n,computed_result[15],2
max in group asynchronous,rst_n,fifo_wdata[13],2
-- sequential cells by signal, indices dropped and copies added, names as in the netlist, 2 cells and up --
name	cells
u_fifo.mem	64
fifo_wdata	16
u_fifo.wptr	2
computed_result	16
latency_counter	4
u_fifo.rptr	2
u_fifo.count	3
-- stage by stage --
stage / instance area [um2] / util / TNS [ns] / power [W] / hold WS, ns
3_3_place_gp: 11800 / 0.382 / -45.62 / 0.00549 / 0.459
3_5_place_dp: 11800 / 0.382 / -46.19 / 0.00554 / 0.471
2_1_floorplan: 9670 / - / -31.67 / 0.00414 / 0.364
4_1_cts: 12500 / 0.408 / -31.39 / 0.00679 / 0.485
6_report: 12900 / 0.420 / -31.97 / 0.00699 / 0.475
5_1_grt: 12900 / 0.420 / -34.92 / 0.00756 / 0.518
-- power breakdown --
| part | leakage (nW) | switching, W | internal, W | total [W] |
|---|---|---|---|---|
| logic | 4.39 | 0.00176 | 0.00211 | 0.00387 |
| registers | 1.13 | 0.000251 | 0.00184 | 0.00209 |
| clock network | 0.141 | 0.000455 | 0.000579 | 0.00103 |
| total | 5.66 | 0.00247 | 0.00452 | 0.00699 |
-- critical path: cells and delay by family --
family / cells / cell delay [ns]
AND-OR/OR-AND: 21 / 3.96
adder cells (fa/ha/maj): 7 / 1.85
buffers and inverters: 2 / 0.24
multiplexers: 6 / 1.61
AND/OR/NAND/NOR: 7 / 1.38
-- layout make-up --
type | count | share of cell area
clock inverter | 3 | 0.00145
tap | 396 | 0.0383
timing repair buffer | 269 | 0.178
clock buffer | 13 | 0.0210
multi-input combinational | 694 | 0.494
inverter | 107 | 0.0321
sequential | 109 | 0.236
-- cells in the final DEF, fill, tap and decap left out, types with 13 or more instances in the layout --
master | netlist | layout
ha_4 | 0 | 15
clkdlybuf4s50_1 | 0 | 23
dfrtp_1 | 45 | 45
nor2_1 | 68 | 57
nand3_1 | 16 | 13
ha_1 | 102 | 87
a222oi_1 | 16 | 16
a21oi_1 | 44 | 31
inv_1 | 105 | 92
xnor2_1 | 16 | 14
edfxtp_1 | 64 | 64
nor3_1 | 18 | 17
mux2_2 | 25 | 24
mux2i_1 | 31 | 26
a31oi_1 | 19 | 16
fa_1 | 39 | 35
buf_4 | 1 | 196
o21ai_0 | 26 | 21
buf_6 | 1 | 23
nand2_1 | 65 | 60
-- layer usage --
layer	wire, um	part of all wire	global-route usage
met5	0	0	0
met4	327	0.013	0.0186
met3	1510	0.060	0.0422
met2	11400	0.45	0.259
met1	12000	0.48	0.250
Power and IR drop assume default switching activity.
